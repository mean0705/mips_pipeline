**./constraint.sdc**
```tcl
current_design reg_ID2EX

set clk_period 1.1
set clk_io_pct 0.2

create_clock -name clk0 -period $clk_period [get_ports {clk}]

set non_clock_inputs [all_inputs -no_clocks]
set_input_delay [expr $clk_period * $clk_io_pct] -clock clk0 $non_clock_inputs
set_output_delay [expr $clk_period * $clk_io_pct] -clock clk0 [all_outputs]
```
**./design.v**
```verilog
module reg_ID2EX ( clk, rst, en_reg, d_in1, d_in2, d_in3, d_in4, d_in5, d_in6, d_in7, d_in8, d_out1, d_out2, d_out3, d_out4, d_out5, d_out6, d_out7, d_out8 );
    input clk, rst, en_reg;
    input [31:0] d_in1, d_in2, d_in3, d_in4, d_in8;
	input [4:0]	d_in5, d_in6;
	input [5:0] d_in7;
    output reg [31:0] d_out1, d_out2, d_out3, d_out4, d_out8;
	output reg [4:0] d_out5, d_out6;
	output reg [5:0] d_out7;
    always @( posedge clk ) begin
        if ( rst ) begin
			d_out1 <= 32'b0;
			d_out2 <= 32'b0;
			d_out3 <= 32'b0;
			d_out4 <= 32'b0;
			d_out5 <= 4'b0;
			d_out6 <= 4'b0;
			d_out7 <= 6'b0;
			d_out8 <= 1'b0;
		end	
        else if ( en_reg ) begin
			d_out1 <= d_in1;
			d_out2 <= d_in2;
			d_out3 <= d_in3;
			d_out4 <= d_in4;
			d_out5 <= d_in5;
			d_out6 <= d_in6;
			d_out7 <= d_in7;
			d_out8 <= d_in8;
		end	
    end
endmodule
```
**./run.sh**
```bash
#!/bin/bash
# OpenROAD 26Q1-2900-gdf79404cd8, Yosys 0.63+post, stock flow scripts
make -C /OpenROAD-flow-scripts/flow DESIGN_CONFIG=/design/flow/config.mk WORK_HOME=/design/flow/orfs finish
```
**./config.mk**
```make
export PLATFORM = sky130hd
export DESIGN_NAME = reg_ID2EX
export DESIGN_NICKNAME = reg_ID2EX
export VERILOG_FILES = /design/flow/design.v
export SDC_FILE = /design/flow/constraint.sdc
export NUM_CORES = 4
export LEC_CHECK = 1
export CORE_AREA = 10 10 222 222
export DIE_AREA = 0 0 232 232
```
==> impl_metrics.env <==
# implementation run metrics
export IMPL_clk_pin_slew_ns=0.08
export IMPL_p_leak_uw=0.00506
export IMPL_syn_inst=568
export IMPL_core_mm2=0.0443
export IMPL_setup_viol=176
export IMPL_fp_util=0.142
export IMPL_grt_max_degree=61
export IMPL_placed_cells=1512
export IMPL_ys_flops=176
export IMPL_clock_latency_late_pin_ns=0.47
export IMPL_start_kind="flop"
export IMPL_htreeDepth=4
export IMPL_grt_pass1_vias=5414
export IMPL_clockBufferDepth=2
export IMPL_p_per_area_mw_per_mm2=1460
export IMPL_antenna_found_initial=0
export IMPL_slowest_delay_ns=0.41
export IMPL_warning_count=27
export IMPL_syn_area_per_cell_um2=11.1
export IMPL_max_freq_mhz=822
export IMPL_ant_nets=0
export IMPL_violations="negative setup slack"
export IMPL_hold_class="input port to flop"
export IMPL_grtUsageTotal=0.0797
export IMPL_clkSinkCount=176
export IMPL_via_per_inst=3.37
export IMPL_dr_pass1_iters=4
export IMPL_synth_seq_share=0.558
export IMPL_yosys_warnings=1
export IMPL_rows=77
export IMPL_use_met2=0.129
export IMPL_pin_count=355
export IMPL_ys_chip_area_mm2=0.00631
export IMPL_post_route_min_period_ns=1.22
export IMPL_required_ns=0.88
export IMPL_place_gp_congestion=0.777
export IMPL_final_util=0.245
export IMPL_met3_usage=0.0350
export IMPL_finalNonFillerCells=1548
export IMPL_skew_ns=0
export IMPL_critical_path_arrival_ns=1.00
export IMPL_grt_pass1_wl_mm=33.3
export IMPL_grt_busiest_layer="met2"
export IMPL_crit_family="flip-flops"
export IMPL_cap_violations=0
export IMPL_die_w_um=232
export IMPL_num_vias=5216
export IMPL_root_buffer="clkbuf_16"
export IMPL_critPathMaxFanout=2
export IMPL_totalWireLength_mm=22.3
export IMPL_final_max_slew_viol_count=0
export IMPL_worstPathCellList="buf_6"
export IMPL_critPathBufInv=1
export IMPL_die_area_mm2=0.0538
export IMPL_tightest_slew_ns=0.342
export IMPL_slew_headroom=0.772
export IMPL_place_port_buffers=354
export IMPL_setup_ws_ns=-0.116
export IMPL_yosysUniqueCellTypes=9
export IMPL_antenna_cells=0
export IMPL_fill_cells=4748
export IMPL_globalRouteOverflowTotal=0
export IMPL_ys_cells=568
export IMPL_first_iter_violations=158
export IMPL_cts_made_buffers=17
export IMPL_area_growth_pct=71.8
export IMPL_rsz0062_at_grt="yes"
export IMPL_crit_slowest_cell="dfxtp_4"
export IMPL_syn_area_mm2=0.00631
export IMPL_drc=0
export IMPL_ir_worst_vdd_uv=871
export IMPL_worstSetupEndpointType="output port"
export IMPL_status="complete, but fails checks"
export IMPL_cts_tree="yes"
export IMPL_grt_met1_usage=0.0981
export IMPL_die_y_um=232
export IMPL_dp_hpwl_mm=17.1
export IMPL_crit_type="flop to output port"
export IMPL_finalClockPeriodUsage=1.11
export IMPL_layout_drive_gt1_share=0.447
export IMPL_wire_per_inst_um=14.4
export IMPL_hold_viol_final=0
-- cell families after synthesis --
logic type / Yosys count / synth area share
simple gates: 176 / 0.105
flops: 176 / 0.558
buf+inv: 40 / 0.0579
mux: 176 / 0.279
-- final timing paths --
kind	start	endpoint	slack, ns	depth (start not counted)
max	d_out4[12]	d_out4[12]	-0.12	1
min reg2reg	d_out4[17]	d_out4[17]	0.48	2
max reg2reg	d_out4[8]	d_out4[8]	0.31	3
min	en_reg	d_out7[3]	0.16	4
-- layer usage --
metal	share of wire	routed length (um)	vias up
met3	0.095	2120	21
met5	0	0	-
li1	-	-	2623
met2	0.47	10600	186
met1	0.41	9160	2386
met4	0.021	466	0
-- Yosys cell counts (all sizes together) --
| cell | count | share of area |
|---|---|---|
| buf | 36 | 0.056 |
| clkbuf | 4 | 0.0024 |
| dfxtp | 176 | 0.56 |
| mux2i | 176 | 0.28 |
| nor2 | 176 | 0.10 |
-- layout make-up --
class	instances	area, um^2	area share
repair buffers	396	3290	0.303
clock inverters	15	221	0.0204
well taps	592	741	0.0683
multi-input cells	352	2420	0.223
clock buffers	17	425	0.0392
flip-flops and latches	176	3750	0.346
-- layout by cell type, fill, tap and decap left out --
cell type,count
nor2_1,176
clkbuf_16,17
bufinv_16,4
inv_8,3
clkinvlp_4,2
clkdlybuf4s50_1,176
buf_4,30
clkinv_4,1
buf_2,150
dfxtp_2,174
inv_6,5
buf_6,27
buf_8,1
dlygate4sd3_1,1
mux2i_1,176
dfxtp_4,2
buf_12,11
-- state kept, by name, indices dropped and copies added (netlist names) --
register  flops
d_out8       32
d_out1       32
d_out4       32
d_out5        5
d_out2       32
d_out3       32
d_out7        6
d_out6        5
-- report_power, final --
part	internal (uW)	switching [uW]	leakage [uW]
clock network	3880	2910	0.000311
logic	1370	711	0.00323
registers	6820	192	0.00152
total	12100	3810	0.00506
-- repair_timing --
item / in CTS / in global routing
hold buffers: 1 / 0
endpoints found under the hold margin: 6 / 0
resized: 779 / 6
setup endpoints to repair: 176 / 176
setup buffers: 1 / 2
-- stage by stage --
step / total power [uW] / hold slack, ns / TNS, ns / cell area, um^2 / setup slack (ns)
final: 15900 / 0.163 / -4.23 / 10800 / -0.116
after global routing: 16700 / 0.196 / -14.92 / 10800 / -0.176
after CTS: 16200 / 0.128 / -15.62 / 10800 / -0.188
after detailed placement: 9490 / 0.480 / -0.655 / 10700 / -0.184
after global placement: 9470 / 0.471 / -0.368 / 10700 / -0.183
after floorplan: 7810 / 0.367 / 0 / 6310 / 0.106
Power is estimated from default activity; no workload was simulated.
